### design/flow/run.sh
#!/bin/bash
# OpenROAD 26Q1-2900-gdf79404cd8, Yosys 0.63+post, stock flow scripts
make -C /OpenROAD-flow-scripts/flow DESIGN_CONFIG=/design/flow/config.mk WORK_HOME=/design/flow/orfs finish
### design/flow/config.mk
export PLATFORM = sky130hd
export DESIGN_NAME = KP_Key_Ascii
export DESIGN_NICKNAME = KP_Key_Ascii
export VERILOG_FILES = /design/flow/design.v
export SDC_FILE = /design/flow/constraint.sdc
export NUM_CORES = 4
export LEC_CHECK = 1
export CORE_AREA = 10 10 70 70
export DIE_AREA = 0 0 80 80
### design/flow/constraint.sdc
current_design KP_Key_Ascii

set clk_period 2.5
set clk_io_pct 0.2

create_clock -name clk0 -period $clk_period [get_ports {clk}]

set non_clock_inputs [all_inputs -no_clocks]
set_input_delay [expr $clk_period * $clk_io_pct] -clock clk0 $non_clock_inputs
set_output_delay [expr $clk_period * $clk_io_pct] -clock clk0 [all_outputs]
### design/flow/design.v
module KP_Key_Ascii(
input				clk,
input				valid,
input		[3:0]	d,
output	reg	[7:0]	Ascii,
output	reg			Ascii_valid
);
parameter	s_first = 0,
			s_second = 1,
			s_back = 2;
reg	[1:0]	state;
always@ (negedge clk)
begin
	case(state)
	s_first:
		begin
			if(d == 4'h7 && valid)
				state = s_second;
			else
				state = state;
		end  
	s_second:
		begin
		case({(d == 4'h7),valid})
		2'b11:
			state = state;
		2'b01:
			state = s_back;
		default:
			state = state;
		endcase
		end
	s_back:
		begin
		case({(d == 4'h7),valid})
		2'b11:
			state = s_second;
		2'b01:
			state = s_first;
		default:
			state = state;
		endcase
		end
	default:
		begin
			state = s_first;
		end
	endcase
end
always@ (posedge clk)
begin
	case(state)
	s_first:
		case(d)
			0:{Ascii_valid,Ascii} = {valid,8'h00};  
			1:{Ascii_valid,Ascii} = {valid,8'h30};  
			4:{Ascii_valid,Ascii} = {valid,8'h37};  
			5:{Ascii_valid,Ascii} = {valid,8'h38};  
			6:{Ascii_valid,Ascii} = {valid,8'h39};  
			8:{Ascii_valid,Ascii} = {valid,8'h34};  
			9:{Ascii_valid,Ascii} = {valid,8'h35};  
			10:{Ascii_valid,Ascii} = {valid,8'h36}; 
			12:{Ascii_valid,Ascii} = {valid,8'h31}; 
			13:{Ascii_valid,Ascii} = {valid,8'h32}; 
			14:{Ascii_valid,Ascii} = {valid,8'h33}; 
			default:{Ascii_valid,Ascii} = {9'h000};
		endcase
	default:
		case(d)
			0:{Ascii_valid,Ascii} = {valid,8'h00};  
			1:{Ascii_valid,Ascii} = {valid,8'h4A};  
			4:{Ascii_valid,Ascii} = {valid,8'h47};  
			5:{Ascii_valid,Ascii} = {valid,8'h48};  
			6:{Ascii_valid,Ascii} = {valid,8'h49};  
			8:{Ascii_valid,Ascii} = {valid,8'h44};  
			9:{Ascii_valid,Ascii} = {valid,8'h45};  
			10:{Ascii_valid,Ascii} = {valid,8'h46}; 
			12:{Ascii_valid,Ascii} = {valid,8'h41}; 
			13:{Ascii_valid,Ascii} = {valid,8'h42}; 
			14:{Ascii_valid,Ascii} = {valid,8'h43}; 
			default:{Ascii_valid,Ascii} = {9'h000};
		endcase
	endcase
end
endmodule
==> flow_summary.json <==
{
  "outcome": "completed",
  "yosysTopAreaCellShare": 0.343,
  "critPathTopFamily": "simple AND/OR/NAND/NOR gates",
  "crit_slowest_cell": "or3b_1",
  "hold_buffers": 0,
  "switching_share": 0.266,
  "pwr-share-comb": 0.297,
  "yosys.area.top_type": "dfxtp_1",
  "groute.usage.overall": 0.0256,
  "r2r_start": "state[1]",
  "worstSetupEndpointType": "flip-flop",
  "setup_viol": 0,
  "critPathLaunchType": "primary input",
  "critPathKind": "in2reg",
  "synthTopCellsByArea": "dfxtp_1 (34%), edfxtp_1 (15%), o21ai_0 (6.1%)",
  "area_delta_synth_final_pct": 56.3,
  "drtPass1Iterations": 4,
  "r2r_slack_ns": 0.14,
  "slowest_delay_ns": 0.38,
  "drv_slew": 0,
  "die_w_um": 80,
  "cts_inserted_buffers": 3,
  "crit_cells": 4,
  "die-area_um2": 6400,
  "placed_area_um2": 616,
  "finalClockSkew_ns": 0.0635,
  "edf_count": 2,
  "p_clk_frac": 0.241,
  "htreeDepth": 1,
  "cts_sinks": 9,
  "vias": 385,
  "synth_cells": 45,
  "antenna_left": 0,
  "synth.most_common_cell": "dfxtp_1",
  "reg2regPathDepth": 2,
  "yosysUniqueCellTypes": 27,
  "cts_tree": "yes",
  "p_int_w": 0.000350,
  "dp_hpwl_um": 734,
  "io_pins": 15,
  "min-delay-start": "d[3]",
  "required_ns": 1.27,
  "async_reset_ff_frac": 0,
  "grt_setup_unrepaired": "no",
  "avgSynthCellArea_um2": 9.09,
  "yosys-top-cells-count": "dfxtp_1 (7), o21ai_0 (5), inv_1 (3), nor2_1 (3)",
  "clock-root-buffer": "clkbuf_4",
  "r2r-end": "Ascii[3]",
  "powerDensity_nw_per_um2": 746,
  "yosysSeqAreaShare": 0.489,
  "rows": 21,
  "wire_per_inst_um": 8.11,
  "cts.path.max_buffers": 2,
  "p_seq_frac": 0.462,
  "die_y_um": 80,
  "warning_count": 28,
  "drt_drc_violations_left": 0,
  "flop_cell": "dfxtp_1",
  "min_path_cells": 3,
  "maxCapViolations": 0,
  "ys_warn_count": 1,
  "vdd_drop_max_mv": 0.208,
  "clkLatencyLatePin_ns": 0.31,
  "layout-drive-gt1-share": 0.242,
  "antenna_cells": 0,
  "vias_per_cell": 3.44,
  "stdcell_area_um2": 639,
  "numPortBuffers": 13,
  "core_um2": 3420,
  "crit_buf_inv": 1,
  "grt_overflow_total": 0,
  "routed_wl_um": 908,
  "clk_pin_slew_worst_paths_ns": 0.05,
  "critPathMaxFanout": 2,
  "yosys_cells": 45,
  "min_to": "Ascii[3]",
  "hp-class": "in2reg",
  "drtIter0Drc": 21,
  "worstPathArrival_ns": 1.24,
  "hold_viol": 0,
  "ys_ff": 9,
  "crit_chain": "buf_2, nand4b_1, or3b_1, nand3_2",
  "fp_util": 0.120,
  "grt_max_degree": 12,
  "antenna_found_initial": 0,
  "syn_area_um2": 409,
  "p_switching_w": 0.000127,
  "grt_pass1_wl_um": 1350,
  "gp_congestion": 0.780,
  "dpl_worst_slack_ns": -0.648,
  "ys_chip_area_um2": 409,
  "leakage_nw": 0.253,
  "grt_pass1_vias": 315,
  "setup_slack_ns": 0.0326
}
[metal layers]
layer | up-vias | GRT usage | wire (µm)
met5 | - | 0 | 0
met4 | 0 | 0.00176 | 0
met3 | 0 | 0.0136 | 115
met2 | 14 | 0.0417 | 416
met1 | 171 | 0.0304 | 376
li1 | 200 | - | -
[registers in the layout, indices dropped and copies added, names as in the netlist]
| register | cells |
|---|---|
| state | 2 |
| Ascii | 6 |
| Ascii_valid | 1 |
[placed cells by master (no fill, tap or decap), types with 2 or more instances in the layout]
cell type,netlist,final
nor2_1,3,3
clkdlybuf4s50_1,0,8
edfxtp_1,2,2
buf_2,1,3
dfxtp_1,7,7
o21ai_0,5,5
inv_1,3,4
nor2b_1,2,2
clkbuf_4,0,3
buf_4,2,7
[cell type report]
type / instances / area [µm²]
clock buffers: 4 / 26.3
clock inverters: 2 / 7.51
fillers: 379 / 2780
inverters: 2 / 7.51
multi-input cells: 29 / 179
flip-flops and latches: 9 / 200
well taps: 46 / 57.6
repair buffers: 20 / 161
[power groups by stage]
stage,clock network [W],registers [W],logic [W]
after CTS,0.000120,0.000221,0.000145
after global routing,0.000132,0.000228,0.000156
final,0.000115,0.000220,0.000142
[logic make-up after synthesis]
group / share of synthesized area
compound gates: 0.190
buf+inv: 0.0856
flops: 0.489
other cells: 0.00917
simple gates: 0.226
[worst max-delay path by stage]
stage / slack [ns] / start / end
final: 0.03 / d[3] / state[1]
after global routing: 0.01 / d[3] / state[1]
after CTS: 0.002 / d[0] / state[0]
[tightest hold or removal path, delay by kind of cell]
kind	cells	cell delay, ns
compound gates	1	0.05
buf+inv	2	0.23
[through the flow]
stage           util  hold WS [ns]  std cells  power (W)  setup TNS, ns
2_1_floorplan      -         0.605         45   0.000290         -0.344
3_3_place_gp   0.180         0.638        105   0.000374          -1.49
3_5_place_dp   0.180         0.651        105   0.000376          -1.52
4_1_cts        0.192         0.582        112   0.000485              0
5_1_grt        0.187         0.595        112   0.000516              0
6_report       0.187         0.589        112   0.000477              0
[repair_timing]
item	4_1_cts	5_1_grt
gates resized	12	3
endpoints found under the setup margin	2	2
buffers inserted	2	0
pin swaps	2	2
Power and IR drop assume default switching activity.
