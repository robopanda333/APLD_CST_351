==> flow/design.v <==
module Alu(
input   [2:0]   Opcode,
input   [3:0]   Data,
input           GO,
input           clk,
input           reset,
output  [3:0]   Result,
output          cout,
output          borrow,
output          led_idle,
output          led_wait,
output          led_rdy,
output          led_done
);
wire    [3:0]   A,
                B;
wire    [2:0]   op;
wire            enA,
                enB,
                enOp;
datalatch       Alatch(clk, reset, enA,  Data, A);
datalatch       Blatch(clk, reset, enB,  Data, B);
datalatch       opCode(clk, reset, enOp, Opcode, op);
Math        math(A, B, op, Result, cout, borrow);
Controller  cnt(clk, reset, GO, enA, enB, enOp, led_idle, led_wait, led_rdy, led_done);
endmodule
module Math(
input       [3:0]   A,
input       [3:0]   B,
input       [2:0]   op,
output  reg [3:0]   result,
output  reg         carry,
output  reg         borrow
);
parameter   Add     = 3'h0,
            Sub     = 3'h1,
            NotA    = 3'h2,
            NotB    = 3'h3,
            And     = 3'h4,
            Or      = 3'h5,
            Xor     = 3'h6,
            Xnor    = 3'h7;
always@ (*)
begin
    case(op)
    Add:
    begin
        {carry, result} = A + B;
        borrow = 0;
    end
    Sub:
    begin
        {borrow, result} = A - B;
        carry = 0;
    end
    NotA:
    begin
        result = ~A;
        {carry, borrow} = 0;
    end
    NotB:
    begin
        result = ~B;
        {carry, borrow} = 0;
    end
    And:
    begin
        result = A & B;
        {carry, borrow} = 0;
    end
    Or:
    begin
        result = A | B;
        {carry, borrow} = 0;
    end
    Xor:
    begin
        result = A ^ B;
        {carry, borrow} = 0;
    end
    Xnor:
    begin
        result = ~ A ^ B;
        {carry, borrow} = 0;
    end
    endcase
end
endmodule
module Controller(
input       clk,
input       rst,
input       go,
output  reg enA,
output  reg enB,
output  reg enOp,
output  reg led_idle,
output  reg led_wait,
output  reg led_rdy,
output  reg led_done
);
parameter   s_Reset     = 3'h0,
            s_Ready     = 3'h1,
            s_LatchA    = 3'h2,
            s_LatchB    = 3'h3,
            s_Work      = 3'h4,
            s_Done      = 3'h5;
parameter   o_Reset     = 7'b0001000, 
            o_Ready     = 7'b0000010,
            o_LatchA    = 7'b1000100,
            o_LatchB    = 7'b0110000,
            o_Work      = 7'b0000000,
            o_Done      = 7'b0000001;
reg [2:0]   state;
always@ (posedge clk or posedge rst)
begin
    if(rst)
        state = s_Reset;
    else
    case(state)
    s_Reset:
        state = s_Ready;
    s_Ready:
        if(go)
            state = s_LatchA;
        else
            state = state;
    s_LatchA:
        if(go)
            state = state;
        else
            state = s_LatchB;
    s_LatchB:
        state = s_Work;
    s_Work:
        state = s_Done;
    s_Done:
        state = s_Ready;
    default:
        state = s_Reset;
    endcase
end
always@ (*)
    case(state)
    s_Reset: {enA,enB,enOp,led_idle,led_wait,led_rdy,led_done} = o_Reset;
    s_Ready: {enA,enB,enOp,led_idle,led_wait,led_rdy,led_done} = o_Ready;
    s_LatchA:{enA,enB,enOp,led_idle,led_wait,led_rdy,led_done} = o_LatchA;
    s_LatchB:{enA,enB,enOp,led_idle,led_wait,led_rdy,led_done} = o_LatchB;
    s_Work:  {enA,enB,enOp,led_idle,led_wait,led_rdy,led_done} = o_Work;
    s_Done:  {enA,enB,enOp,led_idle,led_wait,led_rdy,led_done} = o_Done;
    default: {enA,enB,enOp,led_idle,led_wait,led_rdy,led_done} = o_Reset;
    endcase
endmodule
module datalatch(
input               clk,
input               rst,
input               en,
input       [3:0]   d,
output  reg [3:0]   q
);
always@(posedge clk or posedge rst)
begin
    if(rst)
        q = 0;
    else
        if(en)
            q = d;
        else
            q = q;
end
endmodule
==> flow/run.sh <==
#!/bin/bash
# OpenROAD 26Q1-2900-gdf79404cd8, Yosys 0.63+post, stock flow scripts
make -C /OpenROAD-flow-scripts/flow DESIGN_CONFIG=/design/flow/config.mk WORK_HOME=/design/flow/orfs finish
==> flow/config.mk <==
export PLATFORM = sky130hd
export DESIGN_NAME = Alu
export DESIGN_NICKNAME = Alu
export VERILOG_FILES = /design/flow/design.v
export SDC_FILE = /design/flow/constraint.sdc
export NUM_CORES = 4
export LEC_CHECK = 1
export CORE_AREA = 10 10 90 90
export DIE_AREA = 0 0 100 100
==> flow/constraint.sdc <==
current_design Alu

set clk_period 3.0
set clk_io_pct 0.2

create_clock -name clk0 -period $clk_period [get_ports {clk}]

set non_clock_inputs [all_inputs -no_clocks]
set_input_delay [expr $clk_period * $clk_io_pct] -clock clk0 $non_clock_inputs
set_output_delay [expr $clk_period * $clk_io_pct] -clock clk0 [all_outputs]
==> flow_summary_export.csv <==
group,metric,value,unit
outcome,status,"finished, final reports clean",
synthesis,synth_area_per_cell,8.36,um^2
global_route,antenna_found_initial,0,
floorplanning,initCoreUtil,19.9,%
synthesis,synth_cells,149,
synthesis,ys_seq_share,34.2,%
clock_tree,cts-root-buf,"clkbuf_8",
hold_path,min_to,"cnt.state[4]$_DFF_PP0_",
clock_tree,clockBufferDepth,2,
setup_path,rr_worst_depth,2,
synthesis,ys.flops,17,
global_route,first_global_vias,1019,
route,route.met3.wl,169,um
timing,finalSetupTns,0,ps
floorplanning,rows,29,
synthesis,synth.distinct_cells,34,
clock_tree,clkTransAtPathRegs,60,ps
floorplanning,ios,20,
flow_run,max_cap_viol_count,0,
timing,setup_violations,0,
floorplanning,die_x,100,um
route,wl_met2,1.14,mm
timing,fin_ws,133,ps
hold_path,hold_path.class,"register to register",
pwr,vdd_drop_max,384,uV
clock_tree,clock_latency,240,ps
clock_tree,postCtsHoldBufs,0,
layout,fill_cells,667,
route,wire_per_inst,11.2,um
clock_tree,h-tree-depth,1,
setup_path,worstSetupPathType,"register to output port",
timing,slew_headroom,57.8,%
setup_path,reg2reg_to,"opCode.q[1]$_DFFE_PP0P_",
timing,rsz0062_at_grt,"false",
route,antenna_left,0,
route,met1_length,1.42,mm
placement,gp_congestion,0.791,
floorplanning,fp.coreArea,6280,um^2
synthesis,ys_area,1250,um^2
global_route,grt_max_degree,18,
timing,drv_slew,0,
setup_path,reg2reg_setup_slack,1910,ps
global_route,grt_pass1_wl,4.89,mm
placement,placed_area,1530,um^2
route,drtIter0Drc,42,
route,post-route-drc-count,0,
timing,worst_pin_slew,632,ps
setup_path,endpoint_kind,"output port",
setup_path,worst_ep_arrival_time,2270,ps
global_route,gr-total-overflow,0,
clock_tree,cts_tree,"done",
timing,hold_viol,0,
setup_path,r2r-start,"opCode.q[1]$_DFFE_PP0P_",
hold_path,holdPathStages,0,
route,viasPerCell,4.07,
timing,fin_hold_ws,373,ps
placement,port_buffers,19,
synthesis,ys_warn_count,5,
floorplanning,die-area,10000,um^2
route,dr.max_layer_used,"met4",
timing,fmax,0.349,GHz
timing,period_used_share,95.6,%
setup_path,cp_max_fo,5,
layout,drive_gt1_share,11.9,%
pwr,power.leakage,0.691,nW
global_route,track_usage,5.85,%
clock_tree,numCtsBuffers,3,
timing,min_period,2870,ps
setup_path,worstSetupStartpointType,"register",
pwr,power_density,523,nW/um^2
flow_run,warnings,33,
synthesis,ys_cells,149,
layout,design_area,1590,um^2
hold_path,min-delay-start,"cnt.state[1]$_DFF_PP0_",
clock_tree,clock-sinks,17,
placement,dpl.hpwl,2.15,mm
setup_path,crit_required,2400,ps
route,vias,998,
route,wirelength,2.74,mm
placement,dpl_worst_slack,107,ps
route,drtPass1Iterations,4,
timing,finalClockSkew,1.82,ps
layout,synthToLayoutAreaGrowth,27.2,%
route,diodes,0,
synthesis,syn_area,1250,um^2
floorplanning,chipHeight,100,um
[power by group]
| part | internal [mW] | switching (mW) |
|---|---|---|
| clock | 0.0940 | 0.0718 |
| combinational | 0.194 | 0.159 |
| sequential | 0.257 | 0.0533 |
| total | 0.544 | 0.284 |
[registers in the layout, indices dropped and copies added (netlist names)]
signal     cells
opCode.q       3
Blatch.q       4
Alatch.q       4
cnt.state      6
[worst max-delay path, stage by stage, from the launching register on]
cell           delay [ps]
dfrtp_1               390
buf_4                 160
ha_2                  190
fa_1                  420
mux4_2                450
nor2_1                 90
a21oi_1                40
dlygate4sd2_1         270
[area by class of cell]
class / count / area (um^2) / share of cell area (%)
multi-input combinational: 108 / 731 / 46.1
sequential: 17 / 428 / 27.0
timing repair buffer: 25 / 233 / 14.7
tap: 77 / 96.3 / 6.08
inverter: 14 / 52.6 / 3.31
clock buffer: 4 / 45.0 / 2.84
[through the flow]
step	std cells	util (%)	power (mW)
global placement	240	24.3	0.671
CTS	244	25.1	0.837
detailed placement	240	24.3	0.674
finish	245	25.3	0.829
floorplan	149	-	0.535
global route	245	25.3	0.908
[timing repair]
| item | CTS | global route |
|---|---|---|
| buffers inserted | 0 | 1 |
| gates resized | 5 | 2 |
| endpoints found under the setup margin | 3 | 1 |
| pin swaps | 2 | 0 |
[per-layer routing]
layer  global-route usage [%]  vias up
met3                     1.87        2
met4                    0.326        0
met5                        0        -
met2                     8.71       18
li1                         -      543
met1                     8.52      435
[cell families (layout without fill, tap and decap cells)]
family	count (synthesis)	in the layout	synth area share, %
DFF	17	17	34.2
muxes	3	3	3.51
xor gates and xnor gates	6	6	4.22
other	1	1	0.301
adders and majority gates	14	14	15.3
AOI/OAI and AO/OA	41	41	19.6
buffers and inverters	24	43	7.73
and+or+nand+nor	43	43	15.2
[placed cells by master (no fill, tap or decap), types with 2 or more instances in the layout]
| cell | n |
|---|---|
| a211oi_1 | 2 |
| nand3_1 | 2 |
| buf_4 | 6 |
| xnor2_1 | 4 |
| nor2_1 | 15 |
| nand2_1 | 16 |
| dlygate4sd2_1 | 2 |
| ha_2 | 2 |
| ha_1 | 10 |
| and3_1 | 2 |
| clkbuf_8 | 3 |
| a21o_1 | 2 |
| a21oi_1 | 11 |
| inv_2 | 3 |
| inv_1 | 11 |
| nor2b_1 | 3 |
| clkdlybuf4s50_1 | 17 |
| nor3_1 | 2 |
| dfrtp_1 | 15 |
| xor2_1 | 2 |
| o21ai_1 | 6 |
| a22oi_1 | 3 |
| o21ai_0 | 12 |
[cells in the mapped netlist, drive strengths merged]
cell type  instances  share of area [%]
nor2              15                4.5
or4                1               0.60
o21bai             1               0.60
conb               1               0.30
fa                 2                3.2
a22oi              3                1.8
o2bb2ai            1               0.70
nand3b             1               0.60
buf                5                2.0
a21o               2                1.2
clkbuf             5                1.5
o22ai              1                1.0
a211oi             2                1.2
xor2               2                1.4
dfstp              1                2.1
ha                12                 12
o21a               1               0.60
nand3              2               0.80
xnor2              4                2.8
nor3               2               0.80
and3               2                1.0
nor2b              3                1.5
mux2               1               0.90
inv               14                4.2
a21oi             11                4.4
nor4               1               0.50
o311a              1               0.80
mux2i              1               0.80
mux4               1                1.8
dfrtp             16                 32
nand2             16                4.8
o21ai             18                7.2
[how the worst max path moves through the flow]
stage                  startpoint         to  slack [ps]  depth (start not counted)
5_1_grt   Alatch.q[0]$_DFFE_PP0P_  Result[1]          10                          7
4_1_cts   Alatch.q[1]$_DFFE_PP0P_  Result[3]          60                          8
6_report  Blatch.q[0]$_DFFE_PP0P_  Result[1]         130                          7
Power figures rest on the tool's default switching activity, not on a simulated workload.
